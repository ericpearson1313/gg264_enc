===== flow/run.sh =====
#!/bin/bash
# OpenROAD 26Q1-2900-gdf79404cd8, Yosys 0.63+post, stock flow scripts
make -C /OpenROAD-flow-scripts/flow DESIGN_CONFIG=/design/flow/config.mk WORK_HOME=/design/flow/orfs finish

===== flow/config.mk =====
export PLATFORM = sky130hd
export DESIGN_NAME = gg_byte_align
export DESIGN_NICKNAME = gg_byte_align
export VERILOG_FILES = /design/flow/design.v
export SDC_FILE = /design/flow/constraint.sdc
export NUM_CORES = 4
export LEC_CHECK = 1
export CORE_AREA = 10 10 619 619
export DIE_AREA = 0 0 629 629

===== flow/design.v =====
`timescale 1ns / 1ps
module gg_byte_align
   #(
     parameter int BIT_LEN               = 17,
     parameter int WORD_LEN              = 16
    )
    (
    input  logic clk,
	input  logic flush,
	input  logic          valid,
    input  logic [1039:0] vlc512_phrase,
    input  logic          byte_align_flag,  
    input  logic          dont_touch_flag,  
	output logic [511:0]  mem_word,
	output logic [63:0]   mem_startcode,  
	output logic          mem_valid 
	);
	logic [  8:0] len  = vlc512_phrase[8:0];
	logic [511:0] bits = vlc512_phrase[527:15];
	logic [511:0] mask = vlc512_phrase[1039:526];
	logic [9:0] count;
	logic [9:0] shift;
	logic [1023:0][1:0] word_reg;
	logic [1023:0][1:0] barrel[11];
	always_comb begin : barrel_shift_1024x2bit
		shift = 11'd1024 - ( { 2'b00, count[8:0] } + { 2'b00, len[8:0] } );
		for( int ii = 0; ii < 1024; ii ++ ) begin
			barrel[ 0][ii] = ( ii >= 512 ) ? 2'b00 : { mask[ii], bits[ii] }; 
			barrel[ 1][ii] = ( shift[0] ) ? ( ( ii >=   1 && ii <= 511 +   1 ) ? barrel[0][ii-  1] : 2'b00 ) : ( ( ii < 511 +   1 ) ? barrel[0][ii] : 2'b00 );
			barrel[ 2][ii] = ( shift[1] ) ? ( ( ii >=   2 && ii <= 511 +   3 ) ? barrel[1][ii-  2] : 2'b00 ) : ( ( ii < 511 +   3 ) ? barrel[1][ii] : 2'b00 );
			barrel[ 3][ii] = ( shift[2] ) ? ( ( ii >=   4 && ii <= 511 +   7 ) ? barrel[2][ii-  4] : 2'b00 ) : ( ( ii < 511 +   7 ) ? barrel[2][ii] : 2'b00 );
			barrel[ 4][ii] = ( shift[3] ) ? ( ( ii >=   8 && ii <= 511 +  15 ) ? barrel[3][ii-  8] : 2'b00 ) : ( ( ii < 511 +  15 ) ? barrel[3][ii] : 2'b00 );
			barrel[ 5][ii] = ( shift[4] ) ? ( ( ii >=  16 && ii <= 511 +  31 ) ? barrel[4][ii- 16] : 2'b00 ) : ( ( ii < 511 +  31 ) ? barrel[4][ii] : 2'b00 );
			barrel[ 6][ii] = ( shift[5] ) ? ( ( ii >=  32 && ii <= 511 +  63 ) ? barrel[5][ii- 32] : 2'b00 ) : ( ( ii < 511 +  63 ) ? barrel[5][ii] : 2'b00 );
			barrel[ 7][ii] = ( shift[6] ) ? ( ( ii >=  64 && ii <= 511 + 127 ) ? barrel[6][ii- 64] : 2'b00 ) : ( ( ii < 511 + 127 ) ? barrel[6][ii] : 2'b00 );
			barrel[ 8][ii] = ( shift[7] ) ? ( ( ii >= 128 && ii <= 511 + 255 ) ? barrel[7][ii-128] : 2'b00 ) : ( ( ii < 511 + 255 ) ? barrel[7][ii] : 2'b00 );
			barrel[ 9][ii] = ( shift[8] ) ? ( ( ii >= 256 && ii <= 511 + 511 ) ? barrel[8][ii-256] : 2'b00 ) : ( ( ii < 511 + 511 ) ? barrel[8][ii] : 2'b00 );
			barrel[10][ii] = ( shift[9] ) ? ( ( ii >= 512 && ii <= 511 +1023 ) ? barrel[9][ii-512] : 2'b00 ) : ( ( ii < 511 +1023 ) ? barrel[9][ii] : 2'b00 );
		end
	end
	always_ff @(posedge clk) begin 
		if( valid ) begin  
			count[9:0] <= { 1'b0, count[8:0] } + { 1'b0, len[8:0] };  
			for( int ii =0; ii < 511; ii++ ) begin
				if( ii < 512 ) begin  
					word_reg[ii] <= barrel[10][ii];
				end else begin  
					word_reg[ii] <= ( barrel[10][ii][1]   ) ? barrel[10][ii] :   
									( word_reg[ii-512][1] ) ? word_reg[ii-512] :  
															  word_reg[ii];		 
				end
			end
		end
    end
	always_comb begin
		for( int ii = 0; ii < 64; ii++ ) begin  
			for( int jj = 0; jj < 8; jj++ ) begin  
				mem_word[ii*8+7-jj] = word_reg[1023-(ii*8+jj)][0];
		    end
		end
	end
    assign mem_startcode 	= 0;
    assign mem_valid 		= count[9];
endmodule

===== flow/constraint.sdc =====
current_design gg_byte_align

set clk_period 8.0
set clk_io_pct 0.2

create_clock -name clk0 -period $clk_period [get_ports {clk}]

set non_clock_inputs [all_inputs -no_clocks]
set_input_delay [expr $clk_period * $clk_io_pct] -clock clk0 $non_clock_inputs
set_output_delay [expr $clk_period * $clk_io_pct] -clock clk0 [all_outputs]

==> impl_metrics.json <==
{
  "grt_overflow": 0,
  "routabilityCongestion": 0.539,
  "finalSetupViolations": 0,
  "yosys_warnings": 514,
  "p_leak_nw": 2.22,
  "rr_startpoint": "count[0]$_DFFE_PP_",
  "period_needed_ns": 3.36,
  "port_buffers": 11,
  "regToRegSetupSlack_ns": 6.07,
  "drt_pass1_iterations": 6,
  "worst_hold_path_type": "reg2reg",
  "drc": 0,
  "cts_resized": 0,
  "ios": 1622,
  "slew_violations": 0,
  "yosys_cells": 632,
  "worstSkewPairLatency_ns": 0.23,
  "yosys_area_sq_um": 5010,
  "cts_tree": "done",
  "worstPathRequired_ns": 7.97,
  "grt_max_degree": 11,
  "critical_path_arrival_ns": 3.33,
  "drv_cap": 0,
  "chipArea_sq_um": 396000,
  "dieHeight_um": 629,
  "slowest_stage": "fa_1",
  "path_class": "in2reg",
  "via_per_inst": 0.335,
  "clkSlewWorstSetupHoldPaths_ns": 0.04,
  "yosysSeqAreaShare": 0.0600,
  "fin_skew_ns": 0.00158,
  "top_regs": "count x10",
  "whs_ns": 0.536,
  "synthCells": 632,
  "synth_area_sq_um": 5010,
  "wl_per_cell_um": 1.55,
  "diodes": 0,
  "grt_usage": 0.00334,
  "htree_levels": 1,
  "cp-endpoint": "count[6]$_DFFE_PP_",
  "warnings": 1026,
  "core_util_floorplan": 0.0136,
  "flop_area_sq_um": 300,
  "reg2reg_depth": 6,
  "ys.flops": 10,
  "period_used_share": 0.420,
  "grt_pass1_wl_mm": 11.9,
  "area_growth_pct": 83.9,
  "cts_buffer_depth": 2,
  "ant_nets": 0,
  "path_max_fanout": 3,
  "finalHoldViolations": 0,
  "rr_endpoint": "count[6]$_DFFE_PP_",
  "largest_register_ffs": 10,
  "cts_root_buf": "clkbuf_16",
  "postCtsSetupRepairBufs": 0,
  "coreArea_sq_um": 369000,
  "layout_top_cell": "conb_1",
  "drt_iter0_drc": 16,
  "clock_sinks": 10,
  "path_cells": "clkdlybuf4s50_1, ha_1, fa_1, a21o_1, a21oi_2, o211ai_1, xor2_1",
  "rsz0062_at_grt": "no",
  "largest_register": "count",
  "drive_gt1_frac": 0.0109,
  "mi_logic_area_sq_um": 2520,
  "fin_cells": 5594,
  "fp.dieW_um": 629,
  "crit_path_max_incr_delay_ns": 0.41,
  "synth_area_per_cell_sq_um": 7.92,
  "fin_setup_tns_ns": 0,
  "final_layout_top_logic_cells": "conb_1, clkdlybuf4s50_1, edfxtp_1, ha_1, xnor2_1",
  "ir_drop_mv": 0.0823,
  "finalWirelength_mm": 8.69,
  "cp-start-kind": "input pin",
  "cts_buffers": 3,
  "num_vias": 1876,
  "dpl_cell_area_sq_um": 9140,
  "rows": 223,
  "startpoint": "vlc512_phrase[0]",
  "max_freq_ghz": 0.298,
  "synth_cell_types": 25,
  "dp_hpwl_mm": 8.53,
  "final_area_sq_um": 9210,
  "antenna_found_initial": 0,
  "post-place-cells": 5591,
  "cp-end-kind": "register",
  "outcome": "complete, no violations",
  "grt_pass1_vias": 2442,
  "p_per_area_nw_per_um2": 37.0,
  "cts-hold-fix-buffers": 0,
  "fill_cells": 44000
}
## logic make-up (layout without fill, tap and decap cells)
group / Yosys count / in the layout / share of synthesized area
AOI/OAI and AO/OA: 14 / 14 / 0.0215
xor gates and xnor gates: 7 / 7 / 0.0122
adders and majority gates: 10 / 10 / 0.0265
buffers and inverters: 579 / 16 / 0.867
DFF: 10 / 10 / 0.0600
other: 1 / 576 / 0.000749
and+or+nand+nor: 11 / 11 / 0.0120
## power breakdown
| part | total [mW] | leakage, nW | switching [mW] | internal [mW] |
|---|---|---|---|---|
| clock network | 0.0847 | 0.0370 | 0.0202 | 0.0645 |
| registers | 0.0962 | 0.0980 | 0.00541 | 0.0908 |
| logic | 0.160 | 2.08 | 0.0913 | 0.0683 |
| total | 0.341 | 2.22 | 0.117 | 0.224 |
## cells in the mapped netlist (all sizes together)
| library cell | n | area [sq um] |
|---|---|---|
| nand3 | 1 | 5.00 |
| xor2 | 3 | 26.3 |
| inv | 2 | 7.51 |
| xnor2 | 4 | 35.0 |
| a211oi | 1 | 7.51 |
| a21oi | 4 | 23.8 |
| buf | 577 | 4340 |
| and4 | 1 | 8.76 |
| o22ai | 2 | 25.0 |
| o21ai | 1 | 5.00 |
| nor2 | 2 | 7.51 |
| nand4 | 3 | 18.8 |
| o211ai | 2 | 15.0 |
| fa | 1 | 20.0 |
| ha | 9 | 113 |
| or3 | 1 | 6.26 |
| conb | 1 | 3.75 |
| nand2 | 2 | 7.51 |
| edfxtp | 10 | 300 |
| a21o | 3 | 23.8 |
| nor2b | 1 | 6.26 |
| o21a | 1 | 7.51 |
## layout make-up
cell class | count | area share
Timing Repair Buffer | 11 | 0.0120
Clock buffer | 3 | 0.00815
Sequential cell | 10 | 0.0326
Tap cell | 4950 | 0.672
Inverter | 2 | 0.000815
Multi-Input combinational cell | 618 | 0.274
## critical path, delay by kind of cell
kind | cells | cell delay (ns)
buf+inv | 1 | 0.40
xor+xnor | 1 | 0.15
fa+ha+maj | 2 | 0.63
compound gates | 3 | 0.54
## worst min-delay path by stage
| stage | cells after the start | to | from | slack [ns] |
|---|---|---|---|---|
| global route | 1 | count[0]$_DFFE_PP_ | count[0]$_DFFE_PP_ | 0.57 |
| CTS | 1 | count[0]$_DFFE_PP_ | count[0]$_DFFE_PP_ | 0.54 |
| finish | 1 | count[0]$_DFFE_PP_ | count[0]$_DFFE_PP_ | 0.54 |
## stage by stage
step,power (mW),utilization,setup slack [ns]
3_3_place_gp,0.258,0.0247,4.44
4_1_cts,0.352,0.0250,4.64
6_report,0.341,0.0250,4.64
5_1_grt,0.379,0.0250,4.55
3_5_place_dp,0.264,0.0247,4.39
2_1_floorplan,0.410,-,4.93
## metal layers
| layer | wire (um) | vias to the layer above | GRT usage |
|---|---|---|---|
| met5 | 0 | - | 0 |
| met4 | 21 | 0 | 0.0000767 |
| met3 | 494 | 2 | 0.000721 |
| met2 | 5560 | 215 | 0.00793 |
| met1 | 2610 | 844 | 0.00269 |
| li1 | - | 815 | - |
Power and IR drop assume default switching activity.
