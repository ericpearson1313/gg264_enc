==> ./design.v <==
`timescale 1ns / 1ps
module gg_parse_nal_lattice
   #(
     parameter int WIDTH             = 32,
     parameter int BYTE_WIDTH        = WIDTH / 8
    )
    (
    input  logic clk,
    input  logic reset,
    input  logic [WIDTH-1:0] in_bits,  
    input  logic [31:0]      in_pad,  
    input  logic [BYTE_WIDTH-1:0] nal_start,
    output logic [BYTE_WIDTH-1:0] nal_end,
    output logic [BYTE_WIDTH-1:0] slice_start,  
    input  logic [BYTE_WIDTH-1:0] slice_end  
    );
    logic [BYTE_WIDTH+3:4]                      s_nal_type;
    logic [BYTE_WIDTH+3:0]                    arc_nal_type;
    logic            [3:0]                      s_nal_type_reg;
    logic [BYTE_WIDTH+3:4]                      s_search_start;
    logic [BYTE_WIDTH+3:4]                      s_search_run;
    logic                                       s_search_run_reg;
    logic [BYTE_WIDTH+3:4]              start_code;
    logic [BYTE_WIDTH+3:4]              p_slice;
    logic [WIDTH+31:0] bits;
    logic [BYTE_WIDTH+3:0] nal_end_flag;
    logic [BYTE_WIDTH+3:0] nal_start_flag;
    logic [BYTE_WIDTH+3:0] slice_end_flag;
    logic [BYTE_WIDTH+3:0] slice_start_flag;
    logic                  slice_start_flag_reg;
    assign bits = { in_bits, in_pad };
    assign nal_start_flag[BYTE_WIDTH+3:0] = { nal_start, 4'b0000 };
    assign slice_end_flag[BYTE_WIDTH+3:0] = { slice_end, 4'b0000 };
    always_comb begin : _lattice_nal_parse
        arc_nal_type     = 0;
        s_nal_type       = 0;
        s_search_start   = 0;
        s_search_run     = 0;
        start_code       = 0;
        p_slice          = 0;
        slice_start_flag = 0;
        s_search_run[BYTE_WIDTH-1+4] = s_search_run_reg;
        slice_start_flag[BYTE_WIDTH-1+4] = slice_start_flag_reg;
        for( int bp = BYTE_WIDTH-1+4; bp >= 4; bp-- ) begin : _slice_lattice_col
            start_code[bp] = ( bits[bp*8+7-:24] == 24'h00_00_01 ) ? 1'b1 : 1'b0;
            p_slice[bp] = ( bits[bp*8+4-:5] == 5'b00001 && bits[bp*8-1-: 1] ==  1'b1                && bits[bp*8- 2] == 1'b1 ||
                            bits[bp*8+4-:5] == 5'b00001 && bits[bp*8-1-: 2] ==  2'b01               && bits[bp*8- 4] == 1'b1 ||
                            bits[bp*8+4-:5] == 5'b00001 && bits[bp*8-1-: 3] ==  3'b001              && bits[bp*8- 6] == 1'b1 ||
                            bits[bp*8+4-:5] == 5'b00001 && bits[bp*8-1-: 4] ==  4'b0001             && bits[bp*8- 8] == 1'b1 ||
                            bits[bp*8+4-:5] == 5'b00001 && bits[bp*8-1-: 5] ==  5'b00001            && bits[bp*8-10] == 1'b1 ||
                            bits[bp*8+4-:5] == 5'b00001 && bits[bp*8-1-: 6] ==  6'b000001           && bits[bp*8-12] == 1'b1 ||
                            bits[bp*8+4-:5] == 5'b00001 && bits[bp*8-1-: 7] ==  7'b0000001          && bits[bp*8-14] == 1'b1 ||
                            bits[bp*8+4-:5] == 5'b00001 && bits[bp*8-1-: 8] ==  8'b00000001         && bits[bp*8-16] == 1'b1 ||
                            bits[bp*8+4-:5] == 5'b00001 && bits[bp*8-1-: 9] ==  9'b000000001        && bits[bp*8-18] == 1'b1 ||
                            bits[bp*8+4-:5] == 5'b00001 && bits[bp*8-1-:10] == 10'b0000000001       && bits[bp*8-20] == 1'b1 ||
                            bits[bp*8+4-:5] == 5'b00001 && bits[bp*8-1-:11] == 11'b00000000001      && bits[bp*8-22] == 1'b1 ||
                            bits[bp*8+4-:5] == 5'b00001 && bits[bp*8-1-:12] == 12'b000000000001     && bits[bp*8-24] == 1'b1 ||
                            bits[bp*8+4-:5] == 5'b00001 && bits[bp*8-1-:13] == 13'b0000000000001    && bits[bp*8-26] == 1'b1 ||
                            bits[bp*8+4-:5] == 5'b00001 && bits[bp*8-1-:14] == 14'b00000000000001   && bits[bp*8-28] == 1'b1 ||
                            bits[bp*8+4-:5] == 5'b00001 && bits[bp*8-1-:15] == 15'b000000000000001  && bits[bp*8-30] == 1'b1 ||
                            bits[bp*8+4-:5] == 5'b00001 && bits[bp*8-1-:16] == 16'b0000000000000001 && bits[bp*8-32] == 1'b1 ) ? 1'b1 : 1'b0;
            s_nal_type[bp] = arc_nal_type[bp] | ((bp >= BYTE_WIDTH) ? s_nal_type_reg[bp-BYTE_WIDTH] : 1'b0 );           
            s_search_start[bp] = slice_end_flag[bp] | nal_start_flag[bp] | (s_nal_type[bp] & !p_slice[bp]);
            s_search_run[bp-1] = ( s_search_start[bp]  | s_search_run[bp] ) & !start_code[bp];
            arc_nal_type[bp-3] = ( ( s_search_start[bp] | s_search_run[bp] ) & start_code[bp] );
            slice_start_flag[bp-1] = s_nal_type[bp] & p_slice[bp];
        end  
    end  
    assign nal_end_flag = slice_end_flag;  
    assign nal_end = nal_end_flag[BYTE_WIDTH+3:4];
    assign slice_start = slice_start_flag[BYTE_WIDTH+3:4];
    always_ff @(posedge clk) begin  
        if( reset ) begin
            s_nal_type_reg <= 0;
            s_search_run_reg <= 0;
            slice_start_flag_reg <= 0;
        end else begin
            s_search_run_reg     <= ( s_search_start[4]  | s_search_run[4] ) & !start_code[4];
            slice_start_flag_reg <= slice_start_flag[3];
            for( int bp = 3; bp > 0; bp-- ) begin
                s_nal_type_reg[bp] <= arc_nal_type[bp];
            end  
        end  
    end  
endmodule
==> ./run.sh <==
#!/bin/bash
# OpenROAD 26Q1-2900-gdf79404cd8, Yosys 0.63+post, stock flow scripts
make -C /OpenROAD-flow-scripts/flow DESIGN_CONFIG=/design/flow/config.mk WORK_HOME=/design/flow/orfs finish
==> ./config.mk <==
export PLATFORM = sky130hd
export DESIGN_NAME = gg_parse_nal_lattice
export DESIGN_NICKNAME = gg_parse_nal_lattice
export VERILOG_FILES = /design/flow/design.v
export SDC_FILE = /design/flow/constraint.sdc
export NUM_CORES = 4
export LEC_CHECK = 1
export CORE_AREA = 10 10 89 89
export DIE_AREA = 0 0 99 99
==> ./constraint.sdc <==
current_design gg_parse_nal_lattice

set clk_period 6.3
set clk_io_pct 0.2

create_clock -name clk0 -period $clk_period [get_ports {clk}]

set non_clock_inputs [all_inputs -no_clocks]
set_input_delay [expr $clk_period * $clk_io_pct] -clock clk0 $non_clock_inputs
set_output_delay [expr $clk_period * $clk_io_pct] -clock clk0 [all_outputs]
==> qor.csv <==
metric;value;unit
DP Wirelength;4270;µm
Synth top cells by count;nand2_1 (23), a21oi_1 (17), nor2_1 (17);
Arrival @ worst endpoint;3.63;ns
number of enable flip-flop cells;0;
fmax;0.204;GHz
Routed WL per cell;15.5;µm
max-slew violations;0;
Die H;99;µm
post-route cell area;2040;µm²
post-cts resize count;0;
min-delay worst type;flip-flop to flip-flop;
DR iter-0 viols;82;
Post-synth ARST share;0;%
Top cell area share;7.99;%
vias per inst;5.00;
WL met1;2280;µm
ys flops;5;
number of global-route vias before repair;1579;
Placement Setup Slack;1.41;ns
Hold-fix buffers, CTS;0;
total length of routed met2 wires;2310;µm
remaining antenna violation count;0;
met3 wire len;345;µm
max_cap viols;0;
total vias in the final route;1606;
share of layout cells above drive strength 1;8.94;%
final wirelength;4960;µm
Overflow after GRT;0;
DRC viols;0;
CP Capture Type;output port;
Area growth syn-to-layout;62.8;%
final hold violations;0;
stage-log warning count;33;
die width;99;µm
first-pass GRT wire length;8110;µm
most common cell in the netlist;nand2_1;
worst-path fanout max;8;
Max-slew headroom;61.3;%
crit path DRT;5.04;ns
run status;finished clean;
initial antenna violation count;0;
Port-buffer cells;73;
CTS buffer count;3;
Die Area;9800;µm²
CP startpoint kind;input pin;
Synth Seq Share;7.99;%
max reg flops;3;
DP Cell Count;317;
minimum clock period;4.89;ns
Top Ports;82;
CTS Sinks;5;
Final Core Density;34.0;%
synthesized area per cell;6.88;µm²
Power Dens Cells;92.0;nW/µm²
Ys Warns;3;
core area;5990;µm²
CTS tree;done;
setup_tns;0;ns
mapped cell area;1250;µm²
FP Util;20.9;%
peak supply drop;82.8;µV
global placement routability congestion;0.833;
diodes inserted;0;
Cell Area, Placed;1990;µm²
final worst-path setup slack;1.41;ns
clock buffer depth;2;
RSZ-0062 raised after global routing;no;
pin count of the biggest net entering global routing;12;
Netlist cell types;50;
Worst-path clk slew;0.04;ns
first drt pass iteration count;4;
Commonest flop;dfxtp_1;
fin cells;321;
root buf cell;clkbuf_8;
Max Used Layer;met4;
clk_skew;0.0000921;ns
Crit Path Category;input pin to output port;
yosys stat cell total;182;
final setup fails;0;
cell accounting for the most synthesized area;dfxtp_1;
all-layer global routing usage;9.69;%
worst slew pin tran;0.575;ns
YS chip area;1250;µm²
Post-Syn Instances;182;
Static Leak;0.000634;µW
top cells, area;dfxtp_1 (8.0%), nand2_1 (6.9%), a21oi_1 (6.8%);
htree depth;1;
latest clock arrival within the worst-skew pair;0.22;ns
Site Rows;28;
postcts setup bufs;0;
Final period util;77.7;%
-- power breakdown --
part | leakage (µW) | switching [µW] | internal [µW] | total, µW
combinational | 0.000570 | 41.2 | 54.6 | 95.9
clock | 0.0000228 | 15.7 | 43.4 | 59.1
sequential | 0.0000406 | 0.303 | 32.3 | 32.6
-- layout make-up --
type                            instances  area [µm²]
Fill cell                             610        3950
Multi-Input combinational cell        158        1050
Timing Repair Buffer                   73         731
Sequential cell                         5         100
Tap cell                               75        93.8
Clock buffer                            4        45.0
Inverter                                6        22.5
-- kinds of logic (layout without fill, tap and decap cells) --
logic type             count (synthesis)  after routing  share of synthesized area [%]
AND/OR/NAND/NOR                       93             93                           44.3
AND-OR/OR-AND                         65             65                           39.4
buffers and inverters                 19             83                           8.39
flip-flops                             5              5                           7.99
-- path summary, 6_finish.rpt --
kind,startpoint,end,slack (ns),cells after the start
worst max-delay path,in_bits[4],slice_start[1],1.41,8
worst min-delay path,s_nal_type_reg[2]$_SDFF_PP0_,s_nal_type_reg[3]$_SDFF_PP0_,0.51,2
worst max register to register,s_nal_type_reg[3]$_SDFF_PP0_,s_search_run_reg$_SDFF_PP0_,4.78,5
worst min register to register,s_nal_type_reg[2]$_SDFF_PP0_,s_nal_type_reg[3]$_SDFF_PP0_,0.51,2
-- worst max-delay path, cell delays in order --
cell	delay (ns)
clkdlybuf4s50_1	0.56
nor2_1	0.18
nor4b_2	0.42
a32o_1	0.25
a211oi_1	0.11
nor3_1	0.19
and2_1	0.18
clkdlybuf4s50_1	0.47
-- metal layers --
layer | vias up | GRT usage (%)
met2 | 48 | 16.1
met4 | 0 | 0.662
met3 | 2 | 2.54
li1 | 839 | -
met1 | 717 | 12.8
met5 | - | 0
-- layout by cell type (no fill, tap or decap), types with 2 or more instances in the layout --
cell type | Yosys | routed
or3_1 | 2 | 2
o22ai_1 | 2 | 2
nand3_1 | 6 | 6
a221oi_1 | 3 | 3
a211oi_1 | 5 | 5
nor4_1 | 5 | 5
nor3_2 | 3 | 3
a211o_1 | 3 | 3
o21ai_0 | 13 | 13
nand2b_1 | 3 | 3
nand2_2 | 2 | 2
clkbuf_8 | 0 | 3
nor2_1 | 17 | 17
nand3b_1 | 8 | 8
inv_1 | 6 | 6
nor3b_1 | 2 | 2
clkdlybuf4s50_1 | 0 | 73
dfxtp_1 | 5 | 5
nor4b_2 | 2 | 2
nor2b_1 | 2 | 2
a32o_1 | 3 | 3
nor3_1 | 6 | 6
a31oi_1 | 3 | 3
a2bb2oi_1 | 2 | 2
nand2_1 | 23 | 23
a21oi_1 | 17 | 17
nand4_1 | 4 | 4
-- stage by stage --
stage | hold WS [ns] | total power [µW]
2_1_floorplan | 0.466 | 67.2
3_3_place_gp | 0.495 | 128
3_5_place_dp | 0.500 | 129
4_1_cts | 0.512 | 190
5_1_grt | 0.530 | 201
6_report | 0.508 | 188
Power figures rest on the tool's default switching activity, not on a simulated workload.
