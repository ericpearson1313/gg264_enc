--- /design/flow/design.v ---
`timescale 1ns / 1ps
module gg_pcm_buf
   #(
     parameter int BIT_LEN               = 17,
     parameter int WORD_LEN              = 16
    )
    (
    input  logic clk,
	input  logic [127:0] s_data,
	input  logic         s_last,
	input  logic         s_valid,
	output logic         s_ready,
	output logic [127:0] m_data,
	output logic         m_last,
	output logic         m_valid,
	input  logic         m_ready
    );
	localparam int S_IDLE           = 0,
                   S_WAIT           = 1,
                   S_RUN            = 2;
	logic [1:0] ishift;
	logic [2:0] oshift;
    logic bank;
	logic [0:3][4:0] raddr;
	logic [4:0] waddr;
	logic [0:3][31:0] wdata, rdata;
	logic [1:0] wstate;
	logic [1:0] rstate;
	logic [4:0] wcnt, rcnt;
    always_ff @(posedge clk) begin
		case(wstate)
			S_IDLE : begin if( s_valid ) wstate <= S_RUN ; end
			S_RUN: begin if( s_ready && s_valid && s_last ) wstate <= S_WAIT; end
			S_WAIT: begin if( rstate == S_WAIT ) wstate <= S_RUN; end
		endcase
		case(rstate)
			S_IDLE: begin if( wstate != S_IDLE ) rstate <= S_WAIT; end
			S_WAIT: begin if( wstate == S_WAIT ) rstate <= S_RUN; end
			S_RUN: begin if( m_ready && m_valid && m_last ) rstate <= S_WAIT; end
		endcase
		wcnt <= ( wstate == S_IDLE || (s_ready && s_valid && s_last)) ? 0 : (s_ready && s_valid) ? (wcnt + 1) : wcnt; 
		rcnt <= ( rstate == S_IDLE || (m_ready && m_valid && m_last)) ? 0 : (m_ready && m_valid) ? (rcnt + 1) : rcnt;
		bank <= ( rstate == S_WAIT && wstate == S_WAIT ) ? ~bank : bank;  
	end
	assign s_ready = ( wstate == S_WAIT || wstate == S_IDLE ) ? 1'b0 : 1'b1;
	assign m_valid = ( rstate == S_RUN ) ? 1'b1 : 1'b0;
	assign m_last  = ( rstate == S_RUN && rcnt == 'd24 ) ? 1'b1 : 1'b0;
	assign raddr[0] = ( rcnt[4] ) ? { rcnt[4:1],  rcnt[0] } : { rcnt[4:2], 2'b00 };
	assign raddr[1] = ( rcnt[4] ) ? { rcnt[4:1],  rcnt[0] } : { rcnt[4:2], 2'b01 };
	assign raddr[2] = ( rcnt[4] ) ? { rcnt[4:1], ~rcnt[0] } : { rcnt[4:2], 2'b10 };
	assign raddr[3] = ( rcnt[4] ) ? { rcnt[4:1], ~rcnt[0] } : { rcnt[4:2], 2'b11 };
	assign waddr = ( wcnt[4] ) ? { wcnt[4:0] } : { wcnt[4:3], wcnt[1], wcnt[2], wcnt[0] };
	assign ishift = { wcnt[2], wcnt[0] };
	assign oshift = { rcnt[4] } ? { 2'b10, rcnt[0] } : { 1'b0, rcnt[1:0] };
	assign wdata = (ishift == 0) ? { s_data[ 31: 0], s_data[ 63:32], s_data[ 95:64], s_data[127:96] } :
	               (ishift == 1) ? { s_data[127:96], s_data[ 31: 0], s_data[ 63:32], s_data[ 95:64] } :
	               (ishift == 2) ? { s_data[ 95:64], s_data[127:96], s_data[ 31: 0], s_data[ 63:32] } :
	               { s_data[ 63:32], s_data[ 95:64], s_data[127:96], s_data[ 31: 0] } ;
	assign m_data = (oshift == 0) ? { rdata[0], rdata[1], rdata[2], rdata[3] } :  
	                (oshift == 1) ? { rdata[1], rdata[2], rdata[3], rdata[0] } :
	                (oshift == 2) ? { rdata[2], rdata[3], rdata[0], rdata[1] } :
	                (oshift == 3) ? { rdata[3], rdata[0], rdata[1], rdata[2] } :
	                (oshift == 4) ? { rdata[0], rdata[2], rdata[1], rdata[3] } :  
	                { rdata[2], rdata[0], rdata[3], rdata[1] } ;
	gg_sram_1r1w #( 32, 64, 6 ) sram_0 
		(
			.clk	( clk ),
			.raddr	( {  bank, raddr[0][4:0] } ),
			.waddr	( { ~bank, waddr[0][4:0] } ),
			.we		( s_valid & s_ready ),
			.din	( wdata[0][31:0] ),
			.qout	( rdata[0][31:0] )
		);
	gg_sram_1r1w #( 32, 64, 6 ) sram_1 
		(
			.clk	( clk ),
			.raddr	( {  bank, raddr[1][4:0] } ),
			.waddr	( { ~bank, waddr[1][4:0] } ),
			.we		( s_valid & s_ready ), 
			.din	( wdata[1][31:0] ),
			.qout	( rdata[1][31:0] )
		);
	gg_sram_1r1w #( 32, 64, 6 ) sram_2 
		(
			.clk	( clk ),
			.raddr	( {  bank, raddr[2][4:0] } ),
			.waddr	( { ~bank, waddr[2][4:0] } ),
			.we		( s_valid & s_ready ), 
			.din	( wdata[2][31:0] ),
			.qout	( rdata[2][31:0] )
		);
	gg_sram_1r1w #( 32, 64, 6 ) sram_3 
		(
			.clk	( clk ),
			.raddr	( {  bank, raddr[3][4:0] } ),
			.waddr	( { ~bank, waddr[3][4:0] } ),
			.we		( s_valid & s_ready ), 
			.din	( wdata[3][31:0] ),
			.qout	( rdata[3][31:0] )
		);
endmodule
module gg_sram_1r1w
 #(
	parameter int WIDTH = 32,
	parameter int WORDS = 64,
	parameter int ADDR  = 6
 )
 (
	input  logic  			clk,
	input  logic [ADDR-1:0] raddr,
	input  logic [ADDR-1:0] waddr,
	input  logic  			we,
	input  logic			re,
	input  logic [WIDTH-1:0] din,
	output logic [WIDTH-1:0] qout
 );
	logic [WIDTH-1:0] mem[WORDS];
    always_ff @(posedge clk) begin
		if( we ) begin	
			mem[ waddr ] <= din;
		end
		qout <= mem[ raddr ];
	end
endmodule
--- /design/flow/run.sh ---
#!/bin/bash
# OpenROAD 26Q1-2900-gdf79404cd8, Yosys 0.63+post, stock flow scripts
make -C /OpenROAD-flow-scripts/flow DESIGN_CONFIG=/design/flow/config.mk WORK_HOME=/design/flow/orfs finish
--- /design/flow/config.mk ---
export PLATFORM = sky130hd
export DESIGN_NAME = gg_pcm_buf
export DESIGN_NICKNAME = gg_pcm_buf
export VERILOG_FILES = /design/flow/design.v
export SDC_FILE = /design/flow/constraint.sdc
export NUM_CORES = 4
export LEC_CHECK = 1
export CORE_UTILIZATION = 50
export SYNTH_MEMORY_MAX_BITS = 65536
--- /design/flow/constraint.sdc ---
current_design gg_pcm_buf

set clk_period 124.5
set clk_io_pct 0.2

create_clock -name clk0 -period $clk_period [get_ports {clk}]

set non_clock_inputs [all_inputs -no_clocks]
set_input_delay [expr $clk_period * $clk_io_pct] -clock clk0 $non_clock_inputs
set_output_delay [expr $clk_period * $clk_io_pct] -clock clk0 [all_outputs]
==> flow_summary.yaml <==
# yosys + openroad results
status:
  status: "finished with violations"
  violations: "max-capacitance violations, max-slew violations"
power_and_ir_drop:
  p_sw_share_pct: 33.9
  switchingPower_uw: 1830
  internal_power_uw: 3570
  max-vdd-ir-drop_v: 0.0000172
  p_seq_share_pct: 40.7
  power_density_nw_per_um2: 21.2
  finalPower_uw: 5400
  power.share.clock_pct: 30.5
  power_frac_comb_pct: 28.7
  p_leak_uw: 0.0813
floorplanning:
  dieArea_sq_um: 450000
  core_sq_um: 445000
  initial_core_util_pct: 50.2
  die_h_microns: 670
  rows: 245
  die_x_microns: 670
  io_pins: 263
synth:
  top_cell_area_share_pct: 73.4
  ys_cells: 13500
  synth-seq-area-share_pct: 74.6
  synth_cell_types: 78
  post-synth-top-area-cell: "edfxtp_1"
  flop_cell: "edfxtp_1"
  syn-instance-count: 13500
  synth.avg_cell_area_sq_um: 16.5
  async_reset_ff_share_pct: 0
  area_leaders: "edfxtp_1 73%, mux2i_1 4.7%, mux4_2 4.0%"
  yosysWarningCount: 2
  synthesis.area_sq_um: 223000
  yosysMostFrequentCell: "edfxtp_1"
  synth_flops: 5600
  common_cells: "5460 x edfxtp_1, 1219 x nand2_1, 1043 x mux2i_1, 693 x a21oi_1, 510 x o21ai_0"
  ys_area_sq_um: 223000
  synth-edff-count: 5460
job:
  drv_cap: 1
  warnings: 32
worst_hold_path:
  min_path_cells: 2
  hold_class: "reg -> reg"
global_routing:
  grt_first_pass_wirelength_microns: 1100000
  gr-total-overflow: 0
  grt_usage_pct: 39.5
  grt_pass1_vias: 144000
  grt_max_degree: 120
  antenna_found_initial: 107
detailed_routing:
  firstDrtPassIters: 8
  post_drt_via_cell_ratio: 6.56
  wl_microns: 794000
  ant_nets: 0
  routedWlPerCell_microns: 38.3
  drcViolationCount: 0
  num_vias: 136000
  drt_iter0_drc: 10400
sta:
  setup-violations-final: 0
  slew-limit-headroom_pct: -3.34
  fmax_mhz: 32.7
  period_needed_ns: 30.57
  grt_setup_unrepaired: "false"
  worst_hold_slack_ns: 0.511
  tightest_slew_ns: 1.55
  fin_skew_ns: 0.0497
  hold_violations: 0
  finalSetupTns_ns: 0
  finalMaxSlewViolations: 2
  fin_crit_sh_pct: 24.6
final_layout:
  instances_no_fill: 20700
  fillers: 32400
  postLayoutCoreUtil_pct: 57.1
  drive_gt1_share_pct: 15.3
  area_delta_synth_final_pct: 13.7
cts:
  cts-root-buf: "clkbuf_16"
  clkLatencyLatePin_ns: 1.09
  cts-resized-gates: 0
  cts.sinks: 5600
  path_clk_slew_ns: 0.06
  cts_tree: "built"
  hold_buffers: 0
  cts-htree-levels: 6
  cts_made_buffers: 570
  cts_setup_buffers: 0
  clock_path_buffers: 4
placement:
  io_buffers: 262
  dpl.hpwl_microns: 487000
  dp.cells: 19400
  finalWeightedCongestion: 0.955
critical_path:
  reg2reg_depth: 13
  arrival_ns: 5.67
  worstSetupStartpointType: "flop"
  path_class: "reg -> out"
  cp-end-kind: "primary output"
  worstPathMaxFanout: 51
  cp.required_ns: 99.60
power by group through the flow:
stage	Clock, uW	Combinational [uW]	Sequential [uW]
6_report	1650	1550	2200
5_1_grt	1730	1610	2200
4_1_cts	1660	1500	2200
sequential cells by signal, indices dropped and copies added, names as in the netlist:
register / cells
sram_3.qout: 32
wstate: 2
wcnt: 5
sram_1.qout: 32
rcnt: 5
sram_1.mem: 1343
sram_2.qout: 32
sram_0.qout: 32
sram_3.mem: 1398
sram_2.mem: 1352
sram_0.mem: 1364
bank: 1
rstate: 2
metal layers:
layer  GRT usage [%]  routed length, microns  vias to the layer above
li1                -                       -                    56200
met1            42.4                  224000                    66000
met4            15.1                   39200                      196
met5            14.3                    7700                        -
met3            40.0                  188000                     1944
met2            50.7                  336000                    11700
final timing paths:
path / startpoint / to / slack [ns]
worst max-delay path: rcnt[1] / m_data[52] / 93.93
worst min-delay path: rstate[1] / rstate[1] / 0.51
worst max register to register: rcnt[0] / sram_3.qout[3] / 117.10
worst min register to register: rstate[1] / rstate[1] / 0.51
critical path, cell delays in order (launching register included):
cell,delay [ns]
dfxtp_4,0.62
buf_4,0.69
buf_4,0.67
nor2_4,0.05
nand2_2,0.46
buf_4,0.53
o22ai_1,0.16
a211oi_1,0.60
buf_4,0.30
clkdlybuf4s50_1,0.48
per-stage QoR:
stage	area [sq um]	setup slack, ns
3_3_place_gp	236000	95.02
3_5_place_dp	236000	94.95
4_1_cts	253000	94.03
2_1_floorplan	223000	93.08
6_report	254000	93.93
5_1_grt	254000	93.84
logic make-up after synthesis:
family | share of synthesized area [%]
AND/OR/NAND/NOR | 4.12
AND-OR/OR-AND | 9.65
multiplexers | 9.31
XOR/XNOR | 0.0118
flip-flops | 74.6
buffers and inverters | 2.24
adder cells (fa/ha/maj) | 0.0168
area by class of cell:
type,count,area [sq um],area share [%]
multi-input combinational,6880,52700,20.7
sequential,5600,167000,65.6
clock inverter,269,2310,0.909
inverter,13,83.8,0.0330
tap,5928,7420,2.92
timing repair buffer,1020,8650,3.40
clock buffer,740,15500,6.09
antenna,293,733,0.289
cells in the final DEF (no fill, tap or decap), drive strengths merged, types with 41 or more instances in the layout:
cell           synthesis  layout
a2111oi               67      67
a211oi               340     340
a21oi                693     693
a221oi               121     121
a22oi                 76      76
a311oi               140     140
a31oi                 79      79
and3                  42      42
buf                  598     757
clkbuf               418     741
clkdlybuf4s50          0     262
clkinv                 2     202
dfxtp                140     140
diode                  0     293
edfxtp              5460    5460
mux2                 126     126
mux2i               1043    1043
mux4                 397     397
nand2               1220    1220
nand2b                41      41
nand3                139     139
nor2                 348     348
nor2b                179     179
nor3                  41      41
nor4                  69      69
o21ai                511     511
o221ai               395     395
o22ai                430     430
Power figures rest on the tool's default switching activity, not on a simulated workload.
