[design.v]
`timescale 1ns / 1ps
module gg_emulation_remove
   #(
     parameter int WIDTH             = 128,      
	 parameter int BYTE_WIDTH		 = WIDTH / 8
    )
    (
    input  logic clk,
    input  logic reset,
    input  logic [127:0]     iport,  
    output logic             iport_ready,
    input  logic             iport_valid,
    output logic [127:0]     oport,    
    output logic [15:0]      flag,     
    input  logic             oport_ready,
    output logic             oport_valid
    );
    logic [47:0][7:0] in_reg;
    logic [31:0]      emu_reg;   
    logic [47:0]      emu_flag;   
    assign iport_ready = 1'b1;
    always_ff @(posedge clk) begin  
        if( reset ) begin
            in_reg <= ~0;
            emu_reg <= 0;
        end else if( iport_valid ) begin
            in_reg[31:0] <=  in_reg[47:16];  
            for( int ii = 0; ii < 16; ii++ ) begin
                in_reg[47-ii][7:0] <= iport[8*ii+7-:8];   
            end
            emu_reg <= { emu_flag[47:32], emu_reg[31:16] };
        end
    end  
    always_comb begin
        emu_flag = 0;
        for( int ii = 0; ii < 48; ii++ ) begin
            emu_flag[ii] = ( ii < 32 ) ? emu_reg[ii] : ( in_reg[ii]==8'h03 && in_reg[ii-1]==8'h00 && in_reg[ii-2]==8'h00 ) ? 1'b1 : 1'b0; 
        end
    end
    logic [5:0] cur_pos;  
    logic valid_q;  
    logic [5:0] emu_length;
    always_ff @(posedge clk) begin   
        if( reset ) begin
            cur_pos <= 6'd32;
            valid_q <= 0;
        end else begin
            valid_q <= iport_valid;
            if( valid_q ) begin
                if( cur_pos > 15 ) begin
                    cur_pos <= cur_pos - 16;
                end else begin
                    cur_pos <= cur_pos - 16 + emu_length;
                end
            end
        end
    end  
    logic  [0:4][38:0] emu_shift;
    logic [23:0] emu;  
	always_comb begin : _barrel_shift_emu
		for( int ii = 38; ii >= 0; ii-- ) begin
			emu_shift[ 0][ii] = emu_flag[ii]; 
			emu_shift[ 1][ii] = ( cur_pos[3] ) ? ( ( ii < 39 - 8  ) ? emu_shift[0][ii+8] : 1'b0 ) : ( ( ii < 39 - 8  ) ? emu_shift[0][ii] : 1'b0 );
			emu_shift[ 2][ii] = ( cur_pos[2] ) ? ( ( ii < 39 - 12 ) ? emu_shift[1][ii+4] : 1'b0 ) : ( ( ii < 39 - 12 ) ? emu_shift[1][ii] : 1'b0 );
			emu_shift[ 3][ii] = ( cur_pos[1] ) ? ( ( ii < 39 - 14 ) ? emu_shift[2][ii+2] : 1'b0 ) : ( ( ii < 39 - 14 ) ? emu_shift[2][ii] : 1'b0 );
			emu_shift[ 4][ii] = ( cur_pos[0] ) ? ( ( ii < 39 - 15 ) ? emu_shift[3][ii+1] : 1'b0 ) : ( ( ii < 39 - 15 ) ? emu_shift[3][ii] : 1'b0 );
		end
		emu = emu_shift[4][23:0];
	end    
    logic [0:7][3:0] emu_sum, u_emu_sum, l_emu_sum;
    logic [0:7][7:0] emu_reduce;
    logic [0:7][23:0] emu_mask;
    always_comb begin : _emu_length
        for( int ii = 0; ii < 8; ii++ ) begin
            for( int bb = 0; bb < 24; bb++ ) begin  
                emu_mask[ii][bb] = ( bb >= 16 + ii ) ? 1'b0 : emu[bb];
            end
            for( int jj = 0; jj < 8; jj++ ) begin  
                emu_reduce[ii][jj] = emu_mask[ii][jj*3+0] | emu_mask[ii][jj*3+1] | emu_mask[ii][jj*3+2];  
            end
            u_emu_sum[ii] = { 3'b000, emu_reduce[ii][4] } + { 3'b000, emu_reduce[ii][5] } + { 3'b000, emu_reduce[ii][6] } + { 3'b000, emu_reduce[ii][7] };
            l_emu_sum[ii] = { 3'b000, emu_reduce[ii][0] } + { 3'b000, emu_reduce[ii][1] } + { 3'b000, emu_reduce[ii][2] } + { 3'b000, emu_reduce[ii][3] };
            emu_sum[ii] = l_emu_sum[ii] + u_emu_sum[ii];
        end
        emu_length = ( emu_sum[0] == 4'd0 ) ? 6'd16 :
                     ( emu_sum[1] == 4'd1 ) ? 6'd17 :
                     ( emu_sum[2] == 4'd2 ) ? 6'd18 :
                     ( emu_sum[3] == 4'd3 ) ? 6'd19 :
                     ( emu_sum[4] == 4'd4 ) ? 6'd20 :
                     ( emu_sum[5] == 4'd5 ) ? 6'd21 :
                     ( emu_sum[6] == 4'd6 ) ? 6'd22 :
                     ( emu_sum[7] == 4'd7 ) ? 6'd23 : 6'd24;
    end
    logic  [0:4][38:0][7:0] data_shift;
    logic  [23:0][7:0] data;
	always_comb begin : _barrel_shift_data
		for( int ii = 38; ii >= 0; ii-- ) begin
			data_shift[ 0][ii] = in_reg[ii]; 
			data_shift[ 1][ii] = ( cur_pos[3] ) ? ( ( ii < 39 - 8  ) ? data_shift[0][ii+8] : 8'b0 ) : ( ( ii < 39 - 8  ) ? data_shift[0][ii] : 8'b0 );
			data_shift[ 2][ii] = ( cur_pos[2] ) ? ( ( ii < 39 - 12 ) ? data_shift[1][ii+4] : 8'b0 ) : ( ( ii < 39 - 12 ) ? data_shift[1][ii] : 8'b0 );
			data_shift[ 3][ii] = ( cur_pos[1] ) ? ( ( ii < 39 - 14 ) ? data_shift[2][ii+2] : 8'b0 ) : ( ( ii < 39 - 14 ) ? data_shift[2][ii] : 8'b0 );
			data_shift[ 4][ii] = ( cur_pos[0] ) ? ( ( ii < 39 - 15 ) ? data_shift[3][ii+1] : 8'b0 ) : ( ( ii < 39 - 15 ) ? data_shift[3][ii] : 8'b0 );
		end
		data = data_shift[4][23:0];
	end    
    logic [0:8][24:0][8:0] remove_shift;  
    logic [0:7][2:0] emu_or;
    int pos;
    always_comb begin : _emu_remove
            remove_shift = 0;
        for( int bb = 0; bb < 24; bb++ ) begin
            remove_shift[0][bb] = { 1'b0, data[bb] };
        end
        for( int ii = 0; ii < 8; ii++ ) begin
            pos = 21 - ii*3;
            emu_or[ii][0] = emu[pos];
            emu_or[ii][1] = emu[pos] | emu[pos+1];
            emu_or[ii][2] = emu[pos] | emu[pos+1] | emu[pos+2] ;
            for( int bb = 0; bb < 24; bb++ ) begin
                if( bb < pos ) begin
                    remove_shift[ii+1][bb] = remove_shift[ii][bb];
                end else if( bb > pos+2 ) begin
                    remove_shift[ii+1][bb] = ( emu_or[ii][2] ) ? remove_shift[ii][bb+1] : remove_shift[ii][bb];
                end else begin
                    remove_shift[ii+1][bb][7:0] = ( emu_or[ii][bb-pos] ) ? remove_shift[ii][bb+1][7:0] : remove_shift[ii][bb][7:0];
                    remove_shift[ii+1][bb][8]   = ( emu_or[ii][bb-pos] ) ?(emu[bb]   |
                                                                           remove_shift[ii][bb+1][8] ) : remove_shift[ii][bb][8];
                end
            end
        end
        for( int bb = 0; bb < 16; bb++ ) begin
            { flag[bb], oport[bb*8+7-:8] } = remove_shift[8][15-bb];
        end
    end
    assign oport_valid = valid_q & ((cur_pos < 16) ? 1'b1 : 1'b0 );
endmodule
[run.sh]
#!/bin/bash
# OpenROAD 26Q1-2900-gdf79404cd8, Yosys 0.63+post, stock flow scripts
make -C /OpenROAD-flow-scripts/flow DESIGN_CONFIG=/design/flow/config.mk WORK_HOME=/design/flow/orfs finish
[config.mk]
export PLATFORM = sky130hd
export DESIGN_NAME = gg_emulation_remove
export DESIGN_NICKNAME = gg_emulation_remove
export VERILOG_FILES = /design/flow/design.v
export SDC_FILE = /design/flow/constraint.sdc
export NUM_CORES = 4
export LEC_CHECK = 1
export CORE_UTILIZATION = 50
[constraint.sdc]
current_design gg_emulation_remove

set clk_period 58.7
set clk_io_pct 0.2

create_clock -name clk0 -period $clk_period [get_ports {clk}]

set non_clock_inputs [all_inputs -no_clocks]
set_input_delay [expr $clk_period * $clk_io_pct] -clock clk0 $non_clock_inputs
set_output_delay [expr $clk_period * $clk_io_pct] -clock clk0 [all_outputs]
==> results.py <==
# Auto-generated metrics
metrics = {
    "placed_design": {
        "hpwl_um": 115000,
        "dpl.cell_count": 5319,
        "gp_congestion": 1.048,
        "io_buffers": 275,
    },
    "min_path": {
        "hold_path_class": "reg2reg",
    },
    "finish": {
        "largest_reg_flops": 384,
        "fin_cells": 5396,
        "comb_area_um2": 26210,
        "drive_gt1_share_pct": 11.93,
        "num-fill-cells": 6823,
        "area_delta_synth_final_pct": 11.04,
        "regArea_um2": 8483,
        "final_util_pct": 56.15,
    },
    "synthesis": {
        "top_area_cell": "dfxtp_1",
        "synth-edff-count": 0,
        "ys_top_logic_family": "AND-OR/OR-AND gates",
        "synth.avg_cell_area_um2": 8.351,
        "area_leaders": "dfxtp_1 (23%), mux2i_1 (11%), a211o_1 (9.3%), mux4_2 (9.0%), nor2b_1 (5.5%)",
        "yosys_area_um2": 36890,
        "aoi_share_pct": 25.11,
        "ys_sh_simple_pct": 19.98,
        "synthFlopType": "dfxtp_1",
        "common_cells": "nand2_1 (452), dfxtp_1 (423), mux2i_1 (419)",
        "adder_share_pct": 1.431,
        "ys_ff": 423,
        "yosys_cells": 4418,
        "synth_cell_types": 100,
        "mux_share_pct": 24.38,
        "postSynthSeqShare_pct": 22.95,
        "xor_share_pct": 0.07122,
        "yosys_warnings": 1,
        "synth_area_um2": 36890,
        "ys_async_sr_fraction_pct": 0,
        "top_cell_area_share_pct": 22.95,
        "syn_inst": 4418,
        "yosysMostFrequentCell": "nand2_1",
    },
    "die": {
        "fp-utilization_pct": 50.57,
        "num_rows": 99,
        "pin_count": 278,
        "chipHeight_um": 273.6,
        "die_area_um2": 74880,
        "core_area_um2": 72960,
        "die_w_um": 273.6,
    },
    "setup_path": {
        "crit_slowest_cell": "dfxtp_4",
        "cp_slowest_stage_delay_ns": 0.76,
        "path_delay_family": "buffers and inverters",
        "crit_chain": "buf_4 -> buf_4 -> buf_4 -> mux4_2 -> mux2i_1 -> a21boi_0 -> a211oi_1 -> o21ai_0 -> o21ai_0 -> a21oi_1 -> mux2_2 -> a21boi_1 -> mux2_2 -> clkdlybuf4s50_1",
        "critical_path_peak_fanout": 54,
        "reg2reg_setup_slack_ns": 48.96,
        "crit_path_frequent_cell": "buf_4",
        "critPathCaptureType": "primary output",
        "crit_type": "reg2out",
        "cp-start-kind": "register",
        "cp.required_ns": 46.96,
        "cp.arrival_ns": 7.27,
        "cp.buffers_inverters": 4,
    },
    "timing": {
        "period_needed_ns": 19.01,
        "max_freq_mhz": 52.61,
        "final.period_utilization_pct": 32.38,
        "maxSlewHeadroom_pct": 33.81,
        "clock_skew_ns": 0.02492,
        "rsz0062_at_grt": "no",
        "worstMarginPinSlew_ns": 0.9852,
        "hold_viol": 0,
        "maxSlewViolCount": 0,
        "setup_violations": 0,
        "fin_setup_tns_ns": 0,
    },
    "clock_tree": {
        "cts.repair.resized": 0,
        "ctsHoldBuffers": 0,
        "htreeDepth": 2,
        "path_clk_slew_ns": 0.06,
        "cts_inserted_buffers": 43,
        "clk_latency_ns": 0.58,
        "cts_buffer_depth": 3,
        "root_buffer": "clkbuf_16",
        "postCtsSetupRepairBufs": 0,
        "cts_tree": "yes",
        "clock_sinks": 423,
    },
    "grt": {
        "grt_max_degree": 179,
        "grt_overflow": 0,
        "grt_first_pass_wirelength_um": 215900,
        "antenna_found_initial": 1,
        "first_global_vias": 31320,
        "grt.total_usage_pct": 40.75,
    },
    "drt": {
        "drt_iter0_drc": 3615,
        "vias": 34900,
        "dr.pass1.iters": 6,
        "wl_per_cell_um": 27.62,
        "vias_per_cell": 6.467,
        "drc": 0,
        "drtAntennaViolNets": 0,
        "wirelength_um": 149000,
    },
    "pwr": {
        "peakVddDrop_mv": 0.02792,
        "power.density_nw_per_um2": 19.07,
        "leakagePower_uw": 0.01484,
    },
    "status": {
        "outcome": "finished clean",
    },
    "job": {
        "drv_cap": 0,
        "warnings": 43,
    },
}
layout by cell type, fill, tap and decap left out, types with 17 or more instances in the layout:
cell	instances
nand2_1	450
dfxtp_1	419
mux2i_1	418
a211o_1	393
nor2_1	375
nor2b_1	322
clkdlybuf4s50_1	273
a21oi_1	251
o21ai_0	230
mux4_2	148
mux2_2	120
and2_1	100
buf_4	87
o211ai_1	80
nor3_1	74
a211oi_1	65
clkbuf_16	43
nand3_1	41
inv_1	39
o21ai_1	35
nor4_1	26
o22ai_1	26
nand2b_1	22
o31ai_1	19
nand4_1	18
fa_1	17
path summary, 6_finish.rpt:
| kind | from | end | cells past startpoint |
|---|---|---|---|
| setup / recovery | cur_pos[2] | oport[13] | 14 |
| setup reg to reg | cur_pos[2] | cur_pos[5] | 30 |
| hold / removal | emu_reg[3] | emu_reg[3] | 2 |
| hold reg to reg | emu_reg[3] | emu_reg[3] | 2 |
final cells by class:
cell class                      instances  share of cell area (%)
Multi-Input combinational cell       3520                   63.97
Sequential cell                       423                   20.71
Timing Repair Buffer                  366                   8.534
Clock buffer                           65                   3.073
Tap cell                              959                   2.929
Inverter                               51                  0.4887
Clock inverter                         11                  0.2932
Antenna cell                            1                0.006109
through the flow:
| stage | setup WS, ns | power (uW) | hold slack (ns) | instance area [um2] |
|---|---|---|---|---|
| finish | 39.69 | 781.4 | 0.4996 | 40970 |
| global route | 39.27 | 809.7 | 0.5388 | 40960 |
| floorplan | 43.76 | 427.8 | 0.4508 | 36890 |
| global placement | 40.33 | 506.8 | 0.4721 | 39580 |
| CTS | 39.71 | 780.0 | 0.5010 | 40960 |
| detailed placement | 40.32 | 507.5 | 0.4810 | 39580 |
per-layer routing:
layer  track usage (%)  share of wire (%)  wire length, um  up-vias
met5                 0             0.0074               11        -
met4             16.22                4.9             7324        2
met3             13.82                 11            16630      285
met2             55.94                 42            62030     1642
met1             59.98                 42            63050    16650
li1                  -                  -                -    16320
where the power goes:
part	total, uW	internal [uW]	switching [uW]
Clock	274	153	121
Sequential	335	305	29.5
Combinational	173	79.6	92.9
Total	781	538	244
worst register-to-register path: cells and delay by family (launching register included):
| family | cells | cell delay (ns) |
|---|---|---|
| AOI/OAI and AO/OA | 5 | 0.85 |
| buffers and inverters | 9 | 3.58 |
| adders and majority gates | 5 | 2.14 |
| and+or+nand+nor | 8 | 1.63 |
| xor gates and xnor gates | 1 | 0.16 |
| muxes | 2 | 0.52 |
| DFF | 1 | 0.76 |
cells by family (layout without fill, tap and decap cells):
kind of cell / after synthesis / after routing
other: 1 / 2
buffers and inverters: 475 / 493
xor gates and xnor gates: 3 / 3
adders and majority gates: 32 / 32
muxes: 694 / 694
AOI/OAI and AO/OA: 1285 / 1285
and+or+nand+nor: 1505 / 1505
DFF: 423 / 423
Power is estimated from default activity; no workload was simulated.
